File: flow/constraint.sdc
current_design nshift

set clk_period 1.0
set clk_io_pct 0.2

create_clock -name clk0 -period $clk_period [get_ports {clock}]

set non_clock_inputs [all_inputs -no_clocks]
set_input_delay [expr $clk_period * $clk_io_pct] -clock clk0 $non_clock_inputs
set_output_delay [expr $clk_period * $clk_io_pct] -clock clk0 [all_outputs]
File: flow/config.mk
export PLATFORM = sky130hd
export DESIGN_NAME = nshift
export DESIGN_NICKNAME = nshift
export VERILOG_FILES = /design/flow/design.v
export SDC_FILE = /design/flow/constraint.sdc
export NUM_CORES = 4
export LEC_CHECK = 1
export CORE_AREA = 10 10 70 70
export DIE_AREA = 0 0 80 80
File: flow/run.sh
#!/bin/bash
# OpenROAD 26Q1-2900-gdf79404cd8, Yosys 0.63+post, stock flow scripts
make -C /OpenROAD-flow-scripts/flow DESIGN_CONFIG=/design/flow/config.mk WORK_HOME=/design/flow/orfs finish
File: flow/design.v
module nshift(R,L,dir,w0,w1,clock,Q);
parameter n=4;
input [n-1:0]R;             
input L,dir,w0,w1,clock;
output reg [n-1:0]Q;        
integer k;  					 
always @ (posedge clock)
	if(L)
		Q <= R;
	else
	begin
		if(dir)   
		begin
			for(k=0;k<n-1;k=k+1)
			Q[k] <= Q[k+1];    
			Q[n-1] <= w0;
		end
		else
		begin
			Q[0] <= w1;
			for(k=n-1;k>0;k=k-1)
				Q[k] <= Q[k-1];  
		end
	end
endmodule
==> out/metrics.csv <==
metric,value,unit
status,"finished, final reports clean",
layout cells sized above 1,27.27,%
GR Overflow Total,0,
Synth cell types,5,
vias in the first global route,196,
vias,181,
IO buf count,12,
final critical-path required period,0.9235,ns
Setup Crit Path Kind,reg2out,
PwrDens,1292,nW/um^2
Post-synth mux share,24.06,%
vias per cell,2.263,
post-route ant nets,0,
die area,6400,sq um
CP endpoint kind,output port,
Worst setup SP type,flip-flop,
cell leakage power,0.0001539,uW
die width,80,um
simple share,9.023,%
final hold violations,0,
Largest register FFs,4,
Post-Syn Instances,17,
cycle use final,92.35,%
WL/cell,8.113,um
"Avg Cell Area, Syn",9.789,sq um
fp_density,4.872,%
Hold Path Class,in2reg,
"Compound Share, Synth",12.03,%
I/O Pins,13,
1st-pass router iterations,4,
CTS tree,yes,
final max-slew violation count,0,
Worst Setup SP,Q[3],
Fmax,1083,MHz
die height,80,um
DRC,0,
largest net degree at the start of global routing,9,
Late-Pin Clk Latency,0.24,ns
row count,21,
worst slew pin tran,0.2537,ns
core box area,3416,sq um
Crit Path Max Fanout,2,
yosys stat area,166.4,sq um
Top logic family,multiplexers,
Largest Register,Q,
Worst Path Buf+Inv,1,
RSZ-0062 raised after global routing,false,
Hold Path Origin,dir,
tool warning count,25,
Max clock buf depth,2,
Total Power,491.4,uW
crit path DRT,0.80,ns
first-pass GRT wire length,1028,um
total CTS buffers,3,
"Setup Fix Bufs, Post-CTS",0,
Seq cells post-synth,4,
worst-path cell chain,clkdlybuf4s15_1,
H-tree depth,1,
register area share after synthesis,48.12,%
Clock Tree Root,clkbuf_4,
Total Wirelength,649,um
cell area after synthesis,166.4,sq um
"CP delay by family, top",flip-flops,
"CTS clk-pin slew, worst paths",0.04,ns
crit-path max cell delay,0.32,ns
Top Registers,Q (4),
"Adder Share, Synth",0,%
cell total in the yosys stat output,17,
placed cells,76,
Final setup viols,0,
Clock Sinks,4,
max-cap violation count,0,
initial DRC count,35,
initial antenna violation count,1,
gr usage total,2.245,%
Area growth syn-to-layout,128.6,%
reg2reg start,Q[2],
final non-filler cell total,80,
Worst Path Arrival,0.72,ns
"slowest stage cell, crit path",dfxtp_2,
"IR drop worst, VDD",0.3075,mV
clock skew,0.003833,ns
Synth Warn #,1,
Finished Core Util,11.14,%
XORs/XNORs by Area,0,%
Max-slew headroom,83.04,%
RePlAce Congestion,0.8081,
## final cells by class
cell class / count / area [sq um]
clock buffer: 3 / 22.52
antenna: 1 / 2.502
tap: 46 / 57.56
timing repair buffer: 14 / 137.6
multi-input combinational: 12 / 75.07
fill: 398 / 3035
sequential: 4 / 85.08
## cell usage in the layout, fill, tap and decap left out, drive strengths merged
cell,instances
diode,1
clkdlybuf4s50,7
nand2,4
dfxtp,4
mux2i,4
clkbuf,3
dlymetal6s2s,1
o21ai,4
buf,2
clkdlybuf4s15,4
## cell families (layout without fill, tap and decap cells)
logic type	count (synthesis)	count (layout)
multiplexers	4	4
AND-OR/OR-AND	4	4
AND/OR/NAND/NOR	4	4
flip-flops	4	4
buffers and inverters	1	17
other	0	1
## worst paths after layout
check         end  slack [ns]  depth (start not counted)
min          Q[2]        0.41                          3
max          Q[3]        0.08                          1
max reg2reg  Q[1]        0.20                          3
min reg2reg  Q[2]        0.52                          2
## synth_stat cells
master | number | share of area, %
buf_6 | 1 | 6.8
dfxtp_1 | 4 | 48
mux2i_1 | 4 | 24
nand2_1 | 4 | 9.0
o21ai_1 | 4 | 12
## per-stage QoR
| stage | hold slack [ns] | setup TNS [ns] | setup WS (ns) | instance area [sq um] |
|---|---|---|---|---|
| final | 0.4133 | 0 | 0.07647 | 380.4 |
| after global routing | 0.4495 | 0 | 0.02963 | 380.4 |
| after CTS | 0.5099 | 0 | 0.007730 | 370.4 |
| after detailed placement | 0.5295 | -0.8682 | -0.2341 | 347.8 |
| after global placement | 0.5267 | -0.8306 | -0.2164 | 347.8 |
| after floorplan | 0.2988 | 0 | 0.3677 | 166.4 |
## routing by layer
layer / part of all wire (%) / vias up / wire length (um) / track usage, %
li1: - / 92 / - / -
met1: 43 / 73 / 282 / 2.390
met2: 22 / 16 / 143 / 1.846
met3: 34 / 0 / 223 / 4.091
met4: 0 / 0 / 0 / 0.3521
met5: 0 / - / 0 / 0
## what timing repair did
| action | CTS | global route |
|---|---|---|
| endpoints found under the setup margin | 4 | 7 |
| gates resized | 8 | 5 |
| endpoints found under the hold margin | 0 | 0 |
| hold buffers | 0 | 0 |
## report_power, final
part / switching [uW] / internal [uW] / leakage [uW] / total, uW
clock network: 68.4 / 134 / 0.0000138 / 203
logic: 29.1 / 70.0 / 0.000106 / 99.1
registers: 8.89 / 181 / 0.0000341 / 190
Power and IR drop assume default switching activity.
